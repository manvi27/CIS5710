[./run.sh]
#!/bin/bash
# OpenROAD 26Q1-2900-gdf79404cd8, Yosys 0.63+post, stock flow scripts
make -C /OpenROAD-flow-scripts/flow DESIGN_CONFIG=/design/flow/config.mk WORK_HOME=/design/flow/orfs finish
[./config.mk]
export PLATFORM = sky130hd
export DESIGN_NAME = cla
export DESIGN_NICKNAME = cla
export VERILOG_FILES = /design/flow/design.v
export SDC_FILE = /design/flow/constraint.sdc
export NUM_CORES = 4
export LEC_CHECK = 1
export CORE_AREA = 10 10 92 92
export DIE_AREA = 0 0 102 102
[./constraint.sdc]
current_design cla

set clk_period 8.8
set clk_io_pct 0.2

create_clock -name clk0 -period $clk_period

set non_clock_inputs [all_inputs -no_clocks]
set_input_delay [expr $clk_period * $clk_io_pct] -clock clk0 $non_clock_inputs
set_output_delay [expr $clk_period * $clk_io_pct] -clock clk0 [all_outputs]
[./design.v]
`timescale 1ns / 1ps
module gp1(input wire a, b,
           output wire g, p);
   assign g = a & b;
   assign p = a | b;
endmodule
module gp4(input wire [3:0] gin, pin,
           input wire cin,
           output wire gout, pout,
           output wire [2:0] cout);
   assign pout = (& pin[3:0]); 
   assign gout = gin[3] |
                  pin[3] & gin[2] |
                  pin[3] & pin[2] & gin[1] |
                  pin[3] & pin[2] & pin[1] & gin[0];
   assign cout[0] = gin[0] |
                     pin[0] & cin;
   assign cout[1] = gin[1] |
                     pin[1] & gin[0] |
                     pin[1] & pin[0] & cin;
   assign cout[2] = gin[2] |
                     pin[2] & gin[1] |
                     pin[2] &  pin[1] & gin[0] |
                     pin[2] &  pin[1] & pin[0] & cin;
endmodule
module gp8(input wire [7:0] gin, pin,
           input wire cin,
           output wire gout, pout,
           output wire [6:0] cout);
   assign pout = (& pin[7:0]);
   assign gout = gin[7] |
                  pin[7] & gin[6] |
                  pin[7] & pin[6] & gin[5] |
                  pin[7] & pin[6] & pin[5] & gin[4] |
                  pin[7] & pin[6] & pin[5] & pin[4] & gin[3] |
                  pin[7] & pin[6] & pin[5] & pin[4] & pin[3] & gin[2] |
                  pin[7] & pin[6] & pin[5] & pin[4] & pin[3] & pin[2] & gin[1] |
                  pin[7] & pin[6] & pin[5] & pin[4] & pin[3] & pin[2] & pin[1] & gin[0];
   assign cout[0] = gin[0] |
                     pin[0] & cin;
   assign cout[1] = gin[1] |
                     pin[1] & gin[0] |
                     pin[1] & pin[0] & cin;
   assign cout[2] = gin[2] |
                     pin[2] & gin[1] |
                     pin[2] &  pin[1] & gin[0] |
                     pin[2] &  pin[1] & pin[0] & cin;
   assign cout[3] = gin[3] |
                     pin[3] & gin[2] |
                     pin[3] &  pin[2] & gin[1] |
                     pin[3] &  pin[2] & pin[1] & gin[0] |
                     pin[3] &  pin[2] & pin[1] & pin[0] & cin;
   assign cout[4] = gin[4] |
                     pin[4] & gin[3] |
                     pin[4] &  pin[3] & gin[2] |
                     pin[4] &  pin[3] & pin[2] & gin[1] |
                     pin[4] &  pin[3] & pin[2] & pin[1] & gin[0] |
                     pin[4] &  pin[3] & pin[2] & pin[1] & pin[0] & cin;
   assign cout[5] = gin[5] |
                     pin[5] & gin[4] |
                     pin[5] &  pin[4] & gin[3] |
                     pin[5] &  pin[4] & pin[3] & gin[2] |
                     pin[5] &  pin[4] & pin[3] & pin[2] & gin[1] |
                     pin[5] &  pin[4] & pin[3] & pin[2] & pin[1] & gin[0] |
                     pin[5] &  pin[4] & pin[3] & pin[2] & pin[1] & pin[0] & cin;
   assign cout[6] = gin[6] |
                     pin[6] & gin[5] |
                     pin[6] &  pin[5] & gin[4] |
                     pin[6] &  pin[5] & pin[4] & gin[3] |
                     pin[6] &  pin[5] & pin[4] & pin[3] & gin[2] |
                     pin[6] &  pin[5] & pin[4] & pin[3] & pin[2] & gin[1] |
                     pin[6] &  pin[5] & pin[4] & pin[3] & pin[2] & pin[1] & gin[0] | 
                     pin[6] &  pin[5] & pin[4] & pin[3] & pin[2] & pin[1] & pin[0] & cin;  
endmodule
module cla
  (input wire [31:0]  a, b,
   input wire         cin,
   output wire [31:0] sum);
   wire [31:0] g, p;
   wire [30:0] carry;
   wire [4:0] g_grp, p_grp;
   reg [31:0] sumBuf;
   genvar i;
   for(i = 0; i < 32; i = i + 1) begin
      gp1 g_mod(.a(a[i]), .b(b[i]), .g(g[i]), .p(p[i]));
   end
   gp8 gp8_1(.gin(g[7:0]), .pin(p[7:0]), .cin(cin), .gout(g_grp[0]), .pout(p_grp[0]), .cout(carry[6:0]));
   gp8 gp8_2(.gin(g[14:7]), .pin(p[14:7]), .cin(carry[6]), .gout(g_grp[1]), .pout(p_grp[1]), .cout(carry[13:7]));
   gp8 gp8_3(.gin(g[21:14]), .pin(p[21:14]), .cin(carry[13]), .gout(g_grp[2]), .pout(p_grp[2]), .cout(carry[20:14]));
   gp8 gp8_4(.gin(g[28:21]), .pin(p[28:21]), .cin(carry[20]), .gout(g_grp[3]), .pout(p_grp[3]), .cout(carry[27:21]));
   gp4 gp4_final(.gin(g[31:28]), .pin(p[31:28]), .cin(carry[27]), .gout(g_grp[4]), .pout(p_grp[4]), .cout(carry[30:28]));
   always @(a or b) begin
      integer j;
      for(j = 0; j < 32; j = j + 1) begin
         if(j != 0) begin
            sumBuf[j] <= a[j] ^ b[j] ^ carry[j-1];
         end
         else begin
            sumBuf[j] <= a[j] ^ b[j] ^ cin;
         end
      end
   end   
   assign sum = sumBuf;
endmodule
==> out/metrics.yaml <==
outcome:
  outcome: "completed"
synth:
  synth_area_um2: 2061
  ys_top_cells_by_area: "ha_1 38%, inv_1 16%, xnor2_1 6.8%, fa_1 4.9%, xor2_1 4.3%"
  postSynthSeqShare: 0
  syn_area_per_cell_um2: 7.521
  yosysTopAreaCellShare: 0.3764
  synth_cell_types: 42
  synth_warnings: 1
  ys_area_um2: 2061
  syn_inst: 274
  yosysTopAreaCell: "ha_1"
  ys_cells: 274
floorplanning:
  fp.dieH_um: 102
  chip_area_um2: 10400
  dieWidth_um: 102
  io-pin-count: 97
  num_rows: 29
  coreArea_um2: 6459
  initCoreUtil: 0.3191
placement:
  portBuffers: 97
  placed_cells: 448
  gp_congestion: 0.8286
  place_hpwl_mm: 4.877
worst_setup_path:
  worstSetupPathType: "input port to output port"
  critPathTopFamily: "buffers and inverters"
  critical_path.most_common_cell: "clkdlybuf4s50_1"
  cp_slowest_stage_delay_ns: 0.48
  worstPathCellList: "clkdlybuf4s50_1 -> inv_1 -> ha_1 -> nor4_4 -> nor4b_2 -> o211ai_1 -> a311o_1 -> nand3_2 -> a211oi_2 -> fa_1 -> xnor2_1 -> clkdlybuf4s50_1"
  slowest_stage: "clkdlybuf4s50_1"
  endpoint_kind: "output port"
  required_ns: 7.04
  start_kind: "input port"
  critPathMaxFanout: 4
  critPathBufInv: 3
  worstPathArrival_ns: 4.98
final_layout:
  area_delta_synth_final_pct: 51.79
  clock_buffers: 0
  fillers: 654
  final-seq-area_um2: 0
  flops: 0
  drive_above_1_share: 0.02426
  stdcell_count: 448
route:
  final_antenna_net_count: 0
  insertedDiodeCount: 0
  wirelength_mm: 5.139
  wl_per_cell_um: 11.47
  viasPerCell: 4.344
  drtIter0Drc: 49
  dr_total_vias: 1946
  dr.pass1.iters: 3
  remaining_drc_errors: 0
global_route:
  antenna_found_initial: 0
  grt.total_usage: 0.09718
  use_met2: 0.1758
  grt_pass1_vias: 1920
  grt_overflow: 0
  top_usage_layer: "met2"
  grt_use_met3: 0.02318
  gr-usage-met1: 0.1214
  grt_max_degree: 7
  grt_pass1_wl_mm: 8.569
flow_run:
  drv_cap: 0
  openroad.warnings: 68
final_timing:
  finalMaxSlewViolations: 0
  tns_ns: 0
  worst_pin_slew_ns: 0.4775
  hold_viol: 0
  fin_crit_ns: 6.736
  grt_setup_unrepaired: "false"
  timing.fmax_mhz: 148.5
  period_used_share: 0.7655
  slew_headroom: 0.6790
  setup_viol: 0
clocking:
  postCtsSetupBuffers: 0
  cts_hold_buf: 0
  cts-resized-gates: 0
worst_hold_path:
  hold_class: "input port to output port"
power_and_ir_drop:
  power_density_nw_per_um2: 61.61
  ir_worst_vdd_mv: 0.02883
  p_leak_nw: 1.591
## tightest hold or removal path, cell delays in order
cell	delay (ns)
clkdlybuf4s50_1	0.41
xnor2_1	0.17
xnor2_1	0.07
clkdlybuf4s50_1	0.40
## synth_stat cells, types with 4 or more instances
cell      number
xnor2_1       16
nor2b_1        4
xor2_1        10
a21oi_1       15
nor2_1        10
inv_1         86
o21ai_0        7
o21bai_1       4
ha_1          62
fa_1           5
## cells by family after synthesis
family,synth area share
multiplexers,0.004858
AND/OR/NAND/NOR,0.1239
adder cells (fa/ha/maj),0.4250
XOR/XNOR,0.1105
buffers and inverters,0.1585
AND-OR/OR-AND,0.1773
## power breakdown
part           internal [mW]  leakage, nW  total (mW)  switching (mW)
clock                      0            0           0               0
sequential                 0            0           0               0
combinational          0.125         1.59       0.193          0.0676
## metal layers
metal / up-vias / part of all wire
met4: 0 / 0
met2: 39 / 0.49
met1: 842 / 0.43
met5: - / 0
met3: 0 / 0.074
li1: 1065 / -
## final timing paths
path | startpoint | to | slack [ns] | depth (start not counted)
worst max-delay path | a[10] | sum[29] | 2.06 | 12
worst min-delay path | a[31] | sum[31] | 4.58 | 4
## cell usage in the layout (no fill, tap or decap), types with 4 or more instances in the layout
| master | n |
|---|---|
| ha_1 | 62 |
| inv_1 | 86 |
| o21bai_1 | 4 |
| xor2_1 | 10 |
| a21oi_1 | 15 |
| nor2b_1 | 4 |
| clkdlybuf4s50_1 | 97 |
| xnor2_1 | 16 |
| o21ai_0 | 7 |
| nor2_1 | 10 |
| fa_1 | 5 |
## per-stage QoR
| stage | setup slack, ns | hold slack, ns | area (µm²) | power (mW) | utilization |
|---|---|---|---|---|---|
| 6_report | 2.064 | 4.576 | 3128 | 0.1927 | 0.4843 |
| 3_3_place_gp | 2.044 | 4.585 | 3128 | 0.1964 | 0.4843 |
| 5_1_grt | 1.846 | 4.636 | 3128 | 0.2169 | 0.4843 |
| 2_1_floorplan | 3.256 | 3.665 | 2061 | 0.08175 | - |
| 4_1_cts | 2.005 | 4.584 | 3128 | 0.1984 | 0.4843 |
| 3_5_place_dp | 2.008 | 4.589 | 3128 | 0.1968 | 0.4843 |
## final cells by class
cell class                      count  area [µm²]  area share
Tap cell                           77       96.34     0.03080
Inverter                           87       326.6      0.1044
Multi-Input combinational cell    187        1734      0.5544
Timing Repair Buffer               97       970.9      0.3104
No activity file was given, so power comes from the tool's default toggle rates.
