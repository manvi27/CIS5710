===== flow/run.sh =====
#!/bin/bash
# OpenROAD 26Q1-2900-gdf79404cd8, Yosys 0.63+post, stock flow scripts
make -C /OpenROAD-flow-scripts/flow DESIGN_CONFIG=/design/flow/config.mk WORK_HOME=/design/flow/orfs finish

===== flow/config.mk =====
export PLATFORM = sky130hd
export DESIGN_NAME = divider_unsigned
export DESIGN_NICKNAME = divider_unsigned
export VERILOG_FILES = /design/flow/design.v
export SDC_FILE = /design/flow/constraint.sdc
export NUM_CORES = 4
export LEC_CHECK = 1
export CORE_UTILIZATION = 30

===== flow/constraint.sdc =====
current_design divider_unsigned

set clk_period 284.5
set clk_io_pct 0.2

create_clock -name clk0 -period $clk_period

set non_clock_inputs [all_inputs -no_clocks]
set_input_delay [expr $clk_period * $clk_io_pct] -clock clk0 $non_clock_inputs
set_output_delay [expr $clk_period * $clk_io_pct] -clock clk0 [all_outputs]

===== flow/design.v =====
`timescale 1ns / 1ns
module divider_unsigned (
    input  wire [31:0] i_dividend,
    input  wire [31:0] i_divisor,
    output wire [31:0] o_remainder,
    output wire [31:0] o_quotient
);
    wire [31:0] temp_quotient[32:0];
    wire [31:0] temp_remainder[32:0];
    wire [31:0] temp_dividend[32:0];
    assign  o_quotient = (i_divisor == 32'b0) ? 32'b0 : temp_quotient[32];
    assign o_remainder = (i_divisor == 32'b0) ? 32'b0 : temp_remainder[32];
    assign temp_quotient[0] = 32'b0;
    assign temp_remainder[0] = 32'b0;
    assign temp_dividend[0] = i_dividend;
    genvar i;
    for( i = 0; i < 32; i = i + 1) begin
        divu_1iter div(.i_dividend(temp_dividend[i]), .i_divisor(i_divisor), .i_remainder(temp_remainder[i]), 
                        .i_quotient(temp_quotient[i]), .o_dividend(temp_dividend[i+1]), .o_remainder(temp_remainder[i+1]),
                        .o_quotient(temp_quotient[i+1]));
    end
endmodule
module divu_1iter (
    input  wire [31:0] i_dividend,
    input  wire [31:0] i_divisor,
    input  wire [31:0] i_remainder,
    input  wire [31:0] i_quotient,
    output wire [31:0] o_dividend,
    output wire [31:0] o_remainder,
    output wire [31:0] o_quotient
);
    wire [31:0] temp_remainder;
    assign temp_remainder = (i_remainder << 1) | ((i_dividend >> 31) & 32'b1);
    assign o_quotient = (temp_remainder < i_divisor) ? (i_quotient) << 1 : (i_quotient << 1) | 32'b1;
    assign o_remainder = (temp_remainder < i_divisor) ? temp_remainder : temp_remainder - i_divisor;
    assign o_dividend = i_dividend << 1; 
endmodule

==> impl_metrics.tcl <==
# place-and-route summary
set metrics [dict create \
    io_buffers 128 \
    slew_headroom_pct 14.1 \
    top_area_cell "ha_1" \
    hold_viol 0 \
    worstSetupPathType "in -> out" \
    die_w_um 452 \
    drtPass1Iterations 7 \
    drive_gt1_share_pct 5.99 \
    die_area_um2 205000 \
    grt_pass1_wl_um 442000 \
    drtIter0Drc 7024 \
    drc 0 \
    hold_depth 4 \
    grt_util_met3_pct 4.63 \
    io_pins 128 \
    clock_buffers 0 \
    critPathTopFamily "AND-OR/OR-AND gates" \
    dr_total_vias 72065 \
    critPathSlowestCell "o21ai_0" \
    ys_chip_area_um2 60800 \
    crit_top_cell "ha_1" \
    maxCapViolations 0 \
    wirelength_um 305000 \
    yosysCellCount 9089 \
    first_global_vias 65918 \
    slowest_delay_ps 1150 \
    netSwitchingFraction_pct 60.1 \
    syn_to_final_growth_pct 8.88 \
    gp_congestion 1.05 \
    finalSetupTns_ps 0 \
    final-seq-area_um2 0 \
    postCtsHoldBufs 0 \
    postCtsSetupRepairBufs 0 \
    power_uw 747000 \
    die_h_um 452 \
    crit_fanout 47 \
    met1_usage_pct 39.7 \
    status "complete, no violations" \
    grt-busiest-layer "met2" \
    wl_per_cell_um 25.8 \
    syn-cell-area_um2 60800 \
    setup_viol_count_final 0 \
    nFlopsAndLatches 0 \
    via_per_inst 6.09 \
    worstPathArrival_ps 170690 \
    post-route-min-period_ps 227590 \
    grt_use_met2_pct 44.7 \
    crit_buf_inv 47 \
    ant_nets 0 \
    hold_path_end "o_remainder[0]" \
    place_hpwl_um 246000 \
    antenna_found_initial 8 \
    yosys_warnings 1 \
    worstPathRequired_ps 227600 \
    p_per_area_nw_per_um2 11300 \
    drv_slew 0 \
    grt-ovfl-total 0 \
    core_area_um2 201000 \
    p_leak_uw 0.0300 \
    synth_cells 9089 \
    synth_top_area_share_pct 20.4 \
    start_kind "input port" \
    end_kind "primary output" \
    rows 164 \
    hp-class "in -> out" \
    ys_top_cells_by_area "ha_1 (20%), a21oi_1 (6.7%), nand2_1 (6.4%), xnor2_1 (6.1%), o21ai_0 (5.6%)" \
    tightestPinTransition_ps 1280 \
    syn_area_per_cell_um2 6.69 \
    track_usage_pct 29.1 \
    fin_crit_sh_pct 80.0 \
    hold_start "i_dividend[0]" \
    peakVddDrop_uv 5590 \
    yosysUniqueCellTypes 118 \
    fmax_mhz 4.39 \
    grt_max_degree 48 \
    power.internal_uw 298000 \
    rsz0062_at_grt "no" \
    post_cts_resized 0 \
    switchingPower_uw 449000 \
    seq_area_frac_synth_pct 0 \
    warning_count 32 \
    initCoreUtil_pct 30.3 \
]
## layer usage
metal,wire length (µm),vias to the layer above
li1,-,34196
met2,131000,3266
met3,24100,591
met1,132000,34004
met4,17800,8
met5,59,-
## worst max path at each step
stage,slack [ps],start,endpoint,cells after the start
5_1_grt,51160,i_dividend[31],o_remainder[21],393
6_report,56910,i_dividend[31],o_remainder[21],385
4_1_cts,59080,i_dividend[31],o_remainder[21],389
## Yosys cell counts (all sizes together), types with 39 or more instances
| cell | n |
|---|---|
| buf | 102 |
| xnor2 | 424 |
| nand4 | 77 |
| a221o | 42 |
| mux2 | 75 |
| ha | 994 |
| a211oi | 125 |
| and3 | 70 |
| nor3 | 237 |
| nor4 | 44 |
| o211ai | 108 |
| xor2 | 259 |
| nor2b | 118 |
| or2 | 49 |
| nand2 | 1031 |
| nor2 | 848 |
| and2 | 70 |
| a211o | 50 |
| o21ai | 713 |
| nand2b | 157 |
| inv | 430 |
| a221oi | 44 |
| clkbuf | 151 |
| o221ai | 39 |
| a31oi | 152 |
| or3 | 105 |
| o31a | 59 |
| a21o | 394 |
| mux2i | 60 |
| nand3 | 193 |
| a21boi | 77 |
| a21oi | 823 |
| o21a | 272 |
| o31ai | 99 |
| o21bai | 83 |
## cell usage in the layout, fill, tap and decap left out, drive strengths merged, types with 83 or more instances in the layout
| master | netlist | routed |
|---|---|---|
| nand2 | 1031 | 1031 |
| ha | 994 | 994 |
| nor2 | 848 | 848 |
| a21oi | 823 | 823 |
| o21ai | 713 | 713 |
| inv | 430 | 429 |
| xnor2 | 424 | 424 |
| a21o | 394 | 394 |
| o21a | 272 | 272 |
| xor2 | 259 | 259 |
| nor3 | 237 | 237 |
| buf | 102 | 204 |
| nand3 | 193 | 193 |
| nand2b | 157 | 157 |
| a31oi | 152 | 152 |
| clkdlybuf4s50 | 0 | 126 |
| a211oi | 125 | 125 |
| nor2b | 118 | 118 |
| o211ai | 108 | 108 |
| or3 | 105 | 105 |
| o31ai | 99 | 99 |
| o21bai | 83 | 83 |
## final cells by class
class,instances,area (µm²)
Fill cell,21526,134000
Multi-Input combinational cell,8420,58500
Tap cell,2656,3320
Timing Repair Buffer,330,2830
Inverter,430,1620
Antenna cell,3,7.51
## logic make-up after synthesis
logic type	after synthesis	share of synthesized area [%]
compound gates	3452	38.1
xor+xnor	683	9.83
fa+ha+maj	1025	21.5
buf+inv	683	4.33
mux	135	2.38
other cells	1	0.00616
simple gates	3110	23.9
## per-stage QoR
stage | setup WS, ps | area, µm² | util [%] | cells | hold WS [ps]
floorplan | 80920 | 60900 | - | 9103 | 113900
global placement | 58530 | 66200 | 33.0 | 11834 | 114890
detailed placement | 59580 | 66200 | 33.0 | 11836 | 114890
CTS | 59080 | 66200 | 33.0 | 11836 | 114890
global route | 51160 | 66200 | 33.0 | 11837 | 114940
finish | 56910 | 66200 | 33.0 | 11839 | 114900
